[./design.v]
`timescale 1ns/1ns
module Dec8b10b(
    input           clk,         
    input           rst_n,       
    input           init_rd_n,   
    input           init_rd_val, 
    output          rd,          
    input           enable,      
    output          k_char,      
    input  [9:0]    data_in,     
    output [7:0]    data_out,    
    output          error,       
    output          rd_err,      
    output          code_err     
);
    reg kd;
    always_comb begin
        if(enable) begin
            if((data_in == 10'b0011110100) | (
                data_in == 10'b1100001011) | (
                data_in == 10'b0011111001) | (
                data_in == 10'b1100000110) | (
                data_in == 10'b0011110101) | (
                data_in == 10'b1100001010) | (
                data_in == 10'b0011110011) | (
                data_in == 10'b1100001100) | (
                data_in == 10'b0011110010) | (
                data_in == 10'b1100001101) | (
                data_in == 10'b0011111010) | (
                data_in == 10'b1100000101) | (
                data_in == 10'b0011110110) | (
                data_in == 10'b1100001001) | (
                data_in == 10'b0011111000) | (
                data_in == 10'b1100000111) | (
                data_in == 10'b1110101000) | (
                data_in == 10'b0001010111) | (
                data_in == 10'b1101101000) | (
                data_in == 10'b0010010111) | (
                data_in == 10'b1011101000) | (
                data_in == 10'b0100010111) | (
                data_in == 10'b0111101000) | (
                data_in == 10'b1000010111))
                kd = '1;
            else    
                kd = '0;
        end
        else begin
            kd = '0;
        end
    end
    wire rd_temp1;   
    assign rd_temp1 = init_rd_n ? (init_rd_val & init_rd_n) : (init_rd_val | init_rd_n);
    reg         code_err_x;      
    reg [1:0]   rd_x;            
    reg         rd_temp_x;       
    reg [4:0]   x;               
    always_comb begin
        if(enable)begin
            case(data_in[9:4])
                6'b100111:  begin
                                x = 5'b00000;
                                rd_x = '0;           
                                rd_temp_x = '1;      
                                code_err_x = '0;     
                            end
                6'b011000:  begin
                                x = 5'b00000;
                                rd_x = 2'b01;        
                                rd_temp_x = '0;      
                                code_err_x = '0;
                            end
                6'b011101:  begin
                                x = 5'b00001;
                                rd_x = '0;
                                rd_temp_x = '1;
                                code_err_x = '0;
                            end
                6'b100010:  begin
                                x = 5'b00001;
                                rd_x = 2'b01;
                                rd_temp_x = '0;
                                code_err_x = '0;
                            end
                6'b101101:  begin
                                x = 5'b00010;
                                rd_x = '0;
                                rd_temp_x = '1;
                                code_err_x = '0;
                            end
                6'b010010:  begin
                                x = 5'b00010;
                                rd_x = 2'b01;
                                rd_temp_x = '0;
                                code_err_x = '0;
                            end
                6'b110001:  begin
                                x = 5'b00011;
                                rd_x = 2'b10;
                                rd_temp_x = rd_temp1;
                                code_err_x = '0;
                            end
                6'b110101:  begin
                                x = 5'b00100;
                                rd_x = '0;
                                rd_temp_x = '1;
                                code_err_x = '0;
                            end
                6'b001010:  begin
                                x = 5'b00100;
                                rd_x = 2'b01;
                                rd_temp_x = '0;
                                code_err_x = '0;
                            end
                6'b101001:  begin
                                x = 5'b00101;
                                rd_x = 2'b10;
                                rd_temp_x = rd_temp1;
                                code_err_x = '0;
                            end
                6'b011001:  begin
                                x = 5'b00110;
                                rd_x = 2'b10;
                                rd_temp_x = rd_temp1;
                                code_err_x = '0;
                            end
                6'b111000:  begin
                                x = 5'b00111;
                                rd_x = '0;
                                rd_temp_x = '1;
                                code_err_x = '0;
                            end
                6'b000111:  begin
                                x = 5'b00110;
                                rd_x = 2'b01;
                                rd_temp_x = '0;
                                code_err_x = '0;
                            end
                6'b111001:  begin
                                x = 5'b01000;
                                rd_x = '0;
                                rd_temp_x = '1;
                                code_err_x = '0;
                            end
                6'b000110:  begin
                                x = 5'b00110;
                                rd_x = 2'b01;
                                rd_temp_x = '0;
                                code_err_x = '0;
                            end
                6'b100101:  begin
                                x = 5'b01001;
                                rd_x = 2'b10;
                                rd_temp_x = rd_temp1;
                                code_err_x = '0;
                            end
                6'b010101:  begin
                                x = 5'b01010;
                                rd_x = 2'b10;
                                rd_temp_x = rd_temp1;
                                code_err_x = '0;
                            end
                6'b110100:  begin
                                x = 5'b01011;
                                rd_x = 2'b10;
                                rd_temp_x = rd_temp1;
                                code_err_x = '0;
                            end
                6'b001101:  begin
                                x = 5'b01100;
                                rd_x = 2'b10;
                                rd_temp_x = rd_temp1;
                                code_err_x = '0;
                            end
                6'b101100:  begin
                                x = 5'b01101;
                                rd_x = 2'b10;
                                rd_temp_x = rd_temp1;
                                code_err_x = '0;
                            end
                6'b011100:  begin
                                x = 5'b01110;
                                rd_x = 2'b10;
                                rd_temp_x = rd_temp1;
                                code_err_x = '0;
                            end
                6'b010111:  begin
                                x = 5'b01111;
                                rd_x = '0;
                                rd_temp_x = '1;
                                code_err_x = '0;
                            end
                6'b101000:  begin
                                x = 5'b01111;
                                rd_x = 2'b01;
                                rd_temp_x = '0;
                                code_err_x = '0;
                            end
                6'b011011:  begin
                                x = 5'b10000;
                                rd_x = '0;
                                rd_temp_x = '1;
                                code_err_x = '0;
                            end
                6'b100100:  begin
                                x = 5'b10000;
                                rd_x = 2'b01;
                                rd_temp_x = '0;
                                code_err_x = '0;
                            end
                6'b100011:  begin
                                x = 5'b10001;
                                rd_x = 2'b10;
                                rd_temp_x = rd_temp1;
                                code_err_x = '0;
                            end
                6'b010011:  begin
                                x = 5'b10010;
                                rd_x = 2'b10;
                                rd_temp_x = rd_temp1;
                                code_err_x = '0;
                            end
                6'b110010:  begin
                                x = 5'b10011;
                                rd_x = 2'b10;
                                rd_temp_x = rd_temp1;
                                code_err_x = '0;
                            end
                6'b001011:  begin
                                x = 5'b10100;
                                rd_x = 2'b10;
                                rd_temp_x = rd_temp1;
                                code_err_x = '0;
                            end
                6'b101010:  begin
                                x = 5'b10101;
                                rd_x = 2'b10;
                                rd_temp_x = rd_temp1;
                                code_err_x = '0;
                            end
                6'b011010:  begin
                                x = 5'b10110;
                                rd_x = 2'b10;
                                rd_temp_x = rd_temp1;
                                code_err_x = '0;
                            end
                6'b111010:  begin
                                x = 5'b10111;
                                rd_x = '0;
                                rd_temp_x = '1;
                                code_err_x = '0;
                            end
                6'b000101:  begin
                                x = 5'b10111;
                                rd_x = 2'b01;
                                rd_temp_x = '0;
                                code_err_x = '0;
                            end
                6'b110011:  begin
                                x = 5'b11000;
                                rd_x = '0;
                                rd_temp_x = '1;
                                code_err_x = '0;
                            end
                6'b001100:  begin
                                x = 5'b11000;
                                rd_x = 2'b01;
                                rd_temp_x = '0;
                                code_err_x = '0;
                            end
                6'b100110:  begin
                                x = 5'b11001;
                                rd_x = 2'b10;
                                rd_temp_x = rd_temp1;
                                code_err_x = '0;
                            end
                6'b010110:  begin
                                x = 5'b11010;
                                rd_x = 2'b10;
                                rd_temp_x = rd_temp1;
                                code_err_x = '0;
                            end
                6'b110110:  begin
                                x = 5'b11011;
                                rd_x = '0;
                                rd_temp_x = '1;
                                code_err_x = '0;
                            end
                6'b001001:  begin
                                x = 5'b11011;
                                rd_x = 2'b01;
                                rd_temp_x = '0;
                                code_err_x = '0;
                            end
                6'b001110:  begin
                                x = 5'b11100;
                                rd_x = 2'b10;
                                rd_temp_x = rd_temp1;
                                code_err_x = '0;
                            end
                6'b101110:  begin
                                x = 5'b11101;
                                rd_x = '0;
                                rd_temp_x = '1;
                                code_err_x = '0;
                            end
                6'b010001:  begin
                                x = 5'b11101;
                                rd_x = 2'b01;
                                rd_temp_x = '0;
                                code_err_x = '0;
                            end
                6'b011110:  begin
                                x = 5'b11110;
                                rd_x = '0;
                                rd_temp_x = '1;
                                code_err_x = '0;
                            end
                6'b100001:  begin
                                x = 5'b11110;
                                rd_x = 2'b01;
                                rd_temp_x = '0;
                                code_err_x = '0;
                            end
                6'b101011:  begin
                                x = 5'b11111;
                                rd_x = '0;
                                rd_temp_x = '1;
                                code_err_x = '0;
                            end
                6'b010100:  begin
                                x = 5'b11111;
                                rd_x = 2'b01;
                                rd_temp_x = '0;
                                code_err_x = '0;
                            end
                6'b001111:  begin
                                x = 5'b11100;
                                rd_x = '0;
                                rd_temp_x = '1;
                                code_err_x = '0;
                            end
                6'b110000:  begin
                                x = 5'b11100;
                                rd_x = 2'b01;
                                rd_temp_x = '0;
                                code_err_x = '0;
                            end
                default:    begin
                                x = '0;
                                rd_x = 'x;
                                rd_temp_x = rd_temp1;
                                code_err_x = 1'b1;
                            end
            endcase
        end
        else begin
            x = '0;
            rd_x = '0;
            rd_temp_x = '0; 
            code_err_x = '1;
        end
    end
    reg rd_err_x;                    
    always_comb begin
        if(rd_x[1]==1'b1)                 
            rd_err_x = '0;
        else if (rd_x[0]== rd_temp1)   
            rd_err_x = '0;
        else
            rd_err_x = '1;
    end
    reg         code_err_y;      
    reg [1:0]   rd_y;            
    reg         rd_temp_y;       
    reg [2:0]   y;               
    always_comb begin
        if(enable) begin
            if(k_char) begin
                case(data_in[3:0])
                    4'b1011:    begin
                                    y = '0;
                                    rd_y = '0;
                                    rd_temp_y = '1;
                                    code_err_y = '0;
                                end
                    4'b0100:    begin
                                    y = '0;
                                    rd_y = 2'b01;
                                    rd_temp_y = '0;
                                    code_err_y = '0;
                                end
                    4'b0110:    begin
                                    y = 3'b001;
                                    rd_y = '0;
                                    rd_temp_y = '1;
                                    code_err_y = '0;
                                end
                    4'b1001:    begin
                                    y = 3'b001;
                                    rd_y = 2'b01;
                                    rd_temp_y = '0;
                                    code_err_y = '0;
                                end
                    4'b1010:    begin
                                    y = 3'b010;
                                    rd_y = '0;
                                    rd_temp_y = '1;
                                    code_err_y = '0;
                                end
                    4'b0101:    begin
                                    y = 3'b010;
                                    rd_y = 2'b01;
                                    rd_temp_y = '0;
                                    code_err_y = '0;
                                end          
                    4'b1100:    begin
                                    y = 3'b011;
                                    rd_y = '0;
                                    rd_temp_y = '1;
                                    code_err_y = '0;
                                end
                    4'b0011:    begin
                                    y = 3'b011;
                                    rd_y = 2'b01;
                                    rd_temp_y = '0;
                                    code_err_y = '0;
                                end
                    4'b1101:    begin
                                    y = 3'b100;
                                    rd_y = '0;
                                    rd_temp_y = '1;
                                    code_err_y = '0;
                                end
                    4'b0010:    begin
                                    y = 3'b100;
                                    rd_y = 2'b01;
                                    rd_temp_y = '0;
                                    code_err_y = '0;
                                end
                    4'b0101:    begin
                                    y = 3'b101;
                                    rd_y = '0;
                                    rd_temp_y = '1;
                                    code_err_y = '0;
                                end
                    4'b1010:    begin
                                    y = 3'b101;
                                    rd_y = 2'b01;
                                    rd_temp_y = '0;
                                    code_err_y = '0;
                                end
                    4'b1001:    begin
                                    y = 3'b110;
                                    rd_y = '0;
                                    rd_temp_y = '1;
                                    code_err_y = '0;
                                end
                    4'b0110:    begin
                                    y = 3'b110;
                                    rd_y = 2'b01;
                                    rd_temp_y = '0;
                                    code_err_y = '0;
                                end
                    4'b0111:    begin
                                    y = 3'b111;
                                    rd_y = '0;
                                    rd_temp_y = '1;
                                    code_err_y = '0;
                                end
                    4'b1000:    begin
                                    y = 3'b111;
                                    rd_y = 2'b01;
                                    rd_temp_y = '0;
                                    code_err_y = '0;
                                end
                    default:    begin
                                    y = '0;
                                    rd_y = 'x;
                                    rd_temp_y = rd_temp_x;
                                    code_err_y = '1;
                                end
                endcase    
            end
            else begin
                case(data_in[3:0])
                    4'b1011:    begin
                                    y = '0;
                                    rd_y = '0;
                                    rd_temp_y = '1;
                                    code_err_y = '0;
                                end
                    4'b0100:    begin
                                    y = '0;
                                    rd_y = 2'b01;
                                    rd_temp_y = '0;
                                    code_err_y = '0;
                                end
                    4'b1001:    begin
                                    y = 3'b001;
                                    rd_y = 2'b10;
                                    rd_temp_y = rd_temp_x;
                                    code_err_y = '0;
                                end
                    4'b0101:    begin
                                    y = 3'b010;
                                    rd_y = 2'b10;
                                    rd_temp_y = rd_temp_x;
                                    code_err_y = '0;
                                end
                    4'b1100:    begin
                                    y = 3'b011;
                                    rd_y = '0;
                                    rd_temp_y = '1;
                                    code_err_y = '0;
                                end
                    4'b0011:    begin
                                    y = 3'b011;
                                    rd_y = 2'b01;
                                    rd_temp_y = '0;
                                    code_err_y = '0;
                                end
                    4'b1101:    begin
                                    y = 3'b100;
                                    rd_y = '0;
                                    rd_temp_y = '1;
                                    code_err_y = '0;
                                end
                    4'b0010:    begin
                                    y = 3'b100;
                                    rd_y = 2'b01;
                                    rd_temp_y = '0;
                                    code_err_y = '0;
                                end
                    4'b1010:    begin
                                    y = 3'b101;
                                    rd_y = 2'b10;
                                    rd_temp_y = rd_temp_x;
                                    code_err_y = '0;
                                end
                    4'b0110:    begin
                                    y = 3'b110;
                                    rd_y = 2'b10;
                                    rd_temp_y = rd_temp_x;
                                    code_err_y = '0;
                                end
                    4'b1110:    begin
                                    y = 3'b111;
                                    rd_y = '0;
                                    rd_temp_y = '1;
                                    code_err_y = '0;
                                end
                    4'b0001:    begin
                                    y = 3'b111;
                                    rd_y = 2'b01;
                                    rd_temp_y = '0;
                                    code_err_y = '0;
                                end
                    default:    begin
                                    y = '0;
                                    rd_y = 'x;
                                    rd_temp_y = rd_temp_x;
                                    code_err_y = '1;
                                end
                endcase            
            end
        end
        else begin
            y = '0;
            code_err_y = '1;
            rd_temp_y = '0;
            rd_y = '0;
        end
    end
    reg rd_err_y;                        
    always_comb begin
        if(rd_y[1]==1'b1)                     
            rd_err_y = '0;
        else if (rd_y[0]== rd_temp_x)      
            rd_err_y = '0;
        else
            rd_err_y = '1;
    end
    reg [7:0]   data_out_r;
    reg rd_r;
    reg code_err_r;
    reg rd_err_r;
    reg k_char_r;
    always_ff @(posedge clk, negedge rst_n) begin
        if(!rst_n) begin
            data_out_r <= '0;
            rd_r <= '0;
            code_err_r <= '1;
            rd_err_r <= '1;
            k_char_r <= '0;
        end
        else if(enable)begin
            data_out_r <= {y,x};
            rd_r <= rd_temp_y;
            code_err_r <= code_err_x | code_err_y;
            rd_err_r <= rd_err_x | rd_err_y;
            k_char_r <= kd;
        end
		  else begin
			data_out_r <= '0;
            code_err_r <= '1;
            rd_err_r <= '1;
			rd_r <= '0;
            k_char_r <= '0;
		  end
    end
    assign code_err = code_err_r;
    assign rd_err = rd_err_r;
    assign error = code_err | rd_err;
    assign data_out = data_out_r;
    assign rd = rd_r;
    assign k_char = k_char_r;
endmodule
[./config.mk]
export PLATFORM = sky130hd
export DESIGN_NAME = Dec8b10b
export DESIGN_NICKNAME = Dec8b10b
export VERILOG_FILES = /design/flow/design.v
export SDC_FILE = /design/flow/constraint.sdc
export NUM_CORES = 4
export LEC_CHECK = 1
export CORE_UTILIZATION = 30
[./constraint.sdc]
current_design Dec8b10b

set clk_period 2.6
set clk_io_pct 0.2

create_clock -name clk0 -period $clk_period [get_ports {clk}]

set non_clock_inputs [all_inputs -no_clocks]
set_input_delay [expr $clk_period * $clk_io_pct] -clock clk0 $non_clock_inputs
set_output_delay [expr $clk_period * $clk_io_pct] -clock clk0 [all_outputs]
[./run.sh]
#!/bin/bash
# OpenROAD 26Q1-2900-gdf79404cd8, Yosys 0.63+post, stock flow scripts
make -C /OpenROAD-flow-scripts/flow DESIGN_CONFIG=/design/flow/config.mk WORK_HOME=/design/flow/orfs finish
==> run_results.csv <==
group,metric,value,unit
logic_synthesis,ys_sh_adder,0.0128,
global_routing,grt_pass1_wl,7200,um
timing,max_slew.worst_pin.slew,486,ps
logic_synthesis,synth-simple-area-share,0.271,
detailed_routing,drt_iter0_drc,208,
die,rows,25,
logic_synthesis,top_cells_by_count,"nand2_1, nor2_1, o21ai_0",
cells_and_area,area_growth,27.2,%
detailed_routing,vias_per_cell,5.29,
power,ir_drop,0.000193,V
cells_and_area,fill_cells,509,
detailed_routing,wl_per_cell,12.9,um
logic_synthesis,top_cells_by_area,"dfrtp_1, o21ai_0, a21oi_1",
global_routing,antenna_found_initial,0,
timing,skew,0.141,ps
clock_tree,root_buffer,"clkbuf_8",
worst_setup_path,setup.worst_path.start_class,"primary input",
clock_tree,cts-hold-fix-buffers,0,
logic_synthesis,aoi_share,0.392,
worst_setup_path,arrival,2330,ps
placement,gp_congestion,0.881,
clock_tree,numCtsBuffers,3,
global_routing,grt_pass1_vias,1519,
clock_tree,clkSlewWorstSetupHoldPaths,50,ps
global_routing,grt.total_usage,0.164,
logic_synthesis,edf_count,0,
logic_synthesis,syn_inst,233,
placement,portBuffers,26,
global_routing,overflow,0,
logic_synthesis,synth-async-reset-ratio,1.00,
global_routing,grt_max_degree,26,
worst_setup_path,end_kind,"flip-flop",
logic_synthesis,mux_share,0.00642,
die,ios,28,
detailed_routing,vias,1724,
clock_tree,clock_latency,230,ps
timing,rsz0062_at_grt,"no",
timing,max_freq,446,MHz
timing,finalSetupViolations,0,
detailed_routing,drt-pass1-iter-count,4,
detailed_routing,drtAntennaViolNets,0,
logic_synthesis,yosysChipArea,1560,um2
logic_synthesis,synth_top_cell_by_area,"dfrtp_1",
clock_tree,cts_tree,"done",
worst_setup_path,cp.required,2690,ps
timing,min_period,2240,ps
logic_synthesis,yosys_warnings,1,
detailed_routing,drcViolationCount,0,
die,die_area,5490,um2
job,warnings,26,
logic_synthesis,ys_types,54,
die,die_w,74.1,um
timing,slew_violations,0,
detailed_routing,antenna_cells,0,
cells_and_area,drive_gt1_frac,0.135,
logic_synthesis,avgSynthCellArea,6.69,um2
power,p_per_area,340,nW/um2
die,core,4850,um2
clock_tree,cts_resized,0,
logic_synthesis,yosysTopAreaCellShare,0.161,
timing,max_slew_margin,0.675,
timing,setup_tns,0,ps
placement,dpl.hpwl,3210,um
logic_synthesis,ff_type,"dfrtp_1",
worst_setup_path,critical_path_class,"in -> reg",
logic_synthesis,syn-cell-area,1560,um2
logic_synthesis,logic_family,"AND-OR/OR-AND gates",
logic_synthesis,most_common_cell,"nand2_1",
power,cellLeakagePower,0.761,nW
logic_synthesis,synth_flop_count,12,
clock_tree,clockBufferDepth,2,
timing,finalCritPeriodShare,0.862,
worst_setup_path,worstReg2RegStart,"k_char_r",
detailed_routing,finalWirelength,4200,um
worst_setup_path,rrSetupSlack,850,ps
die,initial_core_util,0.322,
clock_tree,post-cts-setup-buffers,0,
logic_synthesis,ys_seq_frac,0.194,
logic_synthesis,yosys_cells,233,
die,die_h,74.1,um
worst_setup_path,r2r-end,"rd_err_r",
worst_setup_path,cp_max_fo,11,
job,cap_violations,0,
clock_tree,cts_sinks,12,
clock_tree,h-tree-depth,1,
cells_and_area,final_util,0.409,
run_status,outcome,"finished, final reports clean",
power,totalPowerFinal,0.000674,W
hold_path,hp-class,"in -> async",
timing,hold_viol_final,0,
logic_synthesis,ys_sh_xor,0.0281,
worst_setup_path,ff2ff_path_depth,6,
-- layer usage --
| layer | global-route usage | part of all wire | vias up |
|---|---|---|---|
| met5 | 0 | 0 | - |
| met4 | 0.0214 | 0.0050 | 0 |
| met3 | 0.0137 | 0.057 | 2 |
| met2 | 0.246 | 0.45 | 56 |
| met1 | 0.264 | 0.49 | 765 |
| li1 | - | - | 901 |
-- sequential cells by signal, summed over array words and instances (netlist names) --
name        count
data_out_r      8
code_err_r      1
k_char_r        1
rd_err_r        1
rd_r            1
-- cell usage in the layout (no fill, tap or decap), types with 5 or more instances in the layout --
| cell | synthesis | routed |
|---|---|---|
| o21ai_0 | 23 | 23 |
| o211ai_1 | 6 | 6 |
| nor3_1 | 6 | 6 |
| dfrtp_1 | 10 | 10 |
| clkdlybuf4s50_1 | 0 | 26 |
| nand2_1 | 28 | 28 |
| buf_4 | 3 | 19 |
| o22ai_1 | 5 | 5 |
| a21oi_1 | 22 | 22 |
| nand3_1 | 7 | 7 |
| nor2b_1 | 7 | 7 |
| nand2b_1 | 6 | 6 |
| inv_1 | 6 | 6 |
| a31oi_1 | 5 | 5 |
| nor2_1 | 23 | 23 |
-- worst max-delay path, cell delays in order --
cell and delay (ps):
clkdlybuf4s50_1 680, nand2_1 200, maj3_1 380, nor3_1 150
a21oi_1 70, o2111ai_1 210, a21oi_1 110
-- power breakdown --
| part | switching (W) | total [W] | internal (W) |
|---|---|---|---|
| combinational | 0.000142 | 0.000272 | 0.000130 |
| clock | 0.0000605 | 0.000194 | 0.000133 |
| sequential | 0.00000413 | 0.000208 | 0.000204 |
-- cells by family after synthesis --
group	count (synthesis)
buf+inv	31
xor+xnor	5
mux	1
flops	12
simple gates	89
fa+ha+maj	2
compound gates	93
-- through the flow --
| step | std cells | worst slack, ps | hold slack, ps | cell area, um2 |
|---|---|---|---|---|
| finish | 326 | 359 | 616 | 1980 |
| global route | 326 | 240 | 656 | 1980 |
| CTS | 326 | 377 | 633 | 1980 |
| detailed placement | 322 | 131 | 801 | 1930 |
| global placement | 322 | 120 | 808 | 1930 |
| floorplan | 233 | 892 | 224 | 1560 |
-- cell type report --
type                            count  area (um2)  area share
Inverter                            8        30.0      0.0151
Timing Repair Buffer               45         403       0.203
Tap cell                           67        83.8      0.0423
Sequential cell                    12         303       0.153
Clock buffer                        4        55.1      0.0278
Multi-Input combinational cell    190        1110       0.559
-- how the worst max path moves through the flow --
stage | depth (start not counted) | to | start | slack (ps)
after CTS | 8 | rd_err_r | data_in[5] | 380
after global routing | 7 | rd_err_r | data_in[5] | 240
final | 7 | data_out_r[2] | data_in[5] | 360
No activity file was given, so power comes from the tool's default toggle rates.
